<file path="flow/run.sh">
#!/bin/bash
# OpenROAD 26Q1-2900-gdf79404cd8, Yosys 0.63+post, stock flow scripts
make -C /OpenROAD-flow-scripts/flow DESIGN_CONFIG=/design/flow/config.mk WORK_HOME=/design/flow/orfs finish
</file>
<file path="flow/config.mk">
export PLATFORM = sky130hd
export DESIGN_NAME = if_stage
export DESIGN_NICKNAME = if_stage
export VERILOG_FILES = /design/flow/design.v
export SDC_FILE = /design/flow/constraint.sdc
export NUM_CORES = 4
export LEC_CHECK = 1
export CORE_AREA = 10 10 136 136
export DIE_AREA = 0 0 146 146
</file>
<file path="flow/constraint.sdc">
current_design if_stage

set clk_period 8.6
set clk_io_pct 0.2

create_clock -name clk0 -period $clk_period [get_ports {clk}]

set non_clock_inputs [all_inputs -no_clocks]
set_input_delay [expr $clk_period * $clk_io_pct] -clock clk0 $non_clock_inputs
set_output_delay [expr $clk_period * $clk_io_pct] -clock clk0 [all_outputs]
</file>
<file path="flow/design.v">
module if_stage  (input logic 	      clk,              
				  input logic 	      rst,              
				  input logic 	      mem_wb_valid_inst, 
			      input logic   	  ex_take_branch_out, 
				  input logic [31:0]  ex_target_PC_out,   
				  input logic [31:0]  Imem2proc_data,     
				  input logic		  id_hazard_flag,
				  output logic [31:0] proc2Imem_addr,     
				  output logic [31:0] if_PC_out,          
				  output logic [31:0] if_NPC_out,         
			      output logic [31:0] if_IR_out,          
				  output logic        if_valid_inst_out   
				  );
logic [31:0] PC_reg; 				    
logic [31:0] PC_plus_4;
logic [31:0] next_PC;
logic 	PC_enable;
assign proc2Imem_addr ={PC_reg[31:2], 2'b0};
assign if_IR_out = Imem2proc_data;
assign PC_plus_4 = PC_reg + 4;
assign next_PC = (ex_take_branch_out) ? ex_target_PC_out : PC_plus_4;
assign PC_enable = ~id_hazard_flag;
assign if_PC_out = PC_reg;
assign if_NPC_out = PC_plus_4;
always_ff @(posedge clk) begin
	if(rst)
		PC_reg <= 0;        
	else if(PC_enable)
		PC_reg <= next_PC;  
end 
always_ff @(posedge clk) begin
	if (rst)
		if_valid_inst_out <= 1; 
	else
		if_valid_inst_out <= mem_wb_valid_inst;
end
endmodule   
</file>
==> out/qor.rpt <==
===============================================================================================
I/O pin total                                                                               198
Post-synthesis instance area                                                          2780 um^2
Mean area per synthesized cell                                                        7.87 um^2
Depth of the CTS H-tree                                                                       2
Max IR drop VDD                                                                       0.0976 mV
Antenna violations before repair                                                              0
Worst Path Required                                                                     6.88 ns
Count of max-cap constraint violations                                                        0
Count of mapped cells out of synthesis                                                      353
Sequential cell area fraction in the yosys report                                         0.238
Power Dens Cells                                                                    125 nW/um^2
Maximum number of buffers from clock root to sink                                             2
Final setup TNS                                                                            0 ns
Skew final                                                                           0.00661 ns
Static leakage                                                                          1.37 nW
Kind of capture point of the worst setup path                                       output port
CTS tree                                                                                   done
Die area                                                                             21300 um^2
Result of the run                                                                  complete, no violations
Post-synthesis chip area from yosys                                                   2780 um^2
Drt total wl                                                                            10.6 mm
Portion of synthesized cell area occupied by the leading cell type                        0.238
Max Transition Viols Final                                                                    0
Pin count of the biggest net entering global routing                                         46
Post-detailed-route wirelength per cell                                                 17.0 um
Initial DRT Pass Iterations                                                                   4
Period utilisation layout                                                                 0.538
Fraction of layout cells with a size suffix above 1                                      0.0711
Port Buffers                                                                                131
Finish-stage setup viols                                                                      0
Remaining Overflow, GRT                                                                       0
EDFF count, synth                                                                             0
YS warnings                                                                                   1
Number of flip-flops and latches in the synthesized netlist                                  33
Post-synthesis async set-or-reset flop share                                                  0
Global-route wire length before repair                                                  16.0 mm
Final Hold Viols                                                                              0
Via density per instance                                                                   4.24
Post-synthesis cell type count                                                               55
Area Overhead vs Synth                                                                    42.2%
Vias post-DR                                                                               2646
Detail Placement HPWL                                                                   8.26 mm
Type of the setup path with the least slack                                             reg2out
Flip-flop count of the largest register, all copies and words added                          32
Cell types occupying the most area after synthesis                                 sky130_fd_sc_hd__dfxtp_1 (24%), sky130_fd_sc_hd__buf_4 (18%), sky130_fd_sc_hd__xnor2_1 (4.4%), sky130_fd_sc_hd__xor2_1 (4.4%), sky130_fd_sc_hd__a22oi_1 (4.1%)
Clock insertion delay at the later pin of the skew report                               0.28 ns
Area of the core                                                                     15700 um^2
Endpoint arrival time on the critical path                                              2.91 ns
Primary FF master, synth                                                           sky130_fd_sc_hd__dfxtp_1
Path type of the worst min-delay path                                                   reg2reg
CTS root buffer                                                                    sky130_fd_sc_hd__clkbuf_16
Antenna Cells                                                                                 0
Time the final worst path needs with I/O delays and setup                               4.63 ns
Type of origin of the critical path                                                    register
Buffers inserted during post-CTS setup optimization                                           0
ANT nets after route                                                                          0
DRC viols                                                                                     0
Crit path max fanout                                                                          8
Height of the die                                                                        146 um
Top cell type by total area after synthesis                                        sky130_fd_sc_hd__dfxtp_1
Number of fill cells in the layout                                                         1655
Hold_buf cts                                                                                  0
Cell row count                                                                               46
Resized cells post-CTS                                                                        0
Clock input transition at the sequential cells of the worst setup and hold paths        0.06 ns
Actual slew at the worst max-slew pin                                                  0.639 ns
TritonCTS buffer count                                                                        5
Max-slew headroom at the worst pin                                                        0.570
Yosys cell count                                                                            353
Sink Count                                                                                   33
Warning total across the stage logs                                                          25
Maximum operating frequency                                                             216 MHz
Final core utilization                                                                    0.251
DP Worst Slack                                                                          4.26 ns
Number of global-route vias before repair                                                  2540
Floorplan-stage core utilization                                                          0.177
Setup ws final                                                                          3.97 ns
Unrepaired setup endpoints after global routing                                              no
DIE WIDTH                                                                                146 um
Number of DRC markers in iteration 0                                                        124
Routability-driven placement congestion ratio                                             0.833
GRT Total Usage                                                                          0.0941
===============================================================================================
[critical path: stages (launching register included)]
cell                              delay (ns)
sky130_fd_sc_hd__dfxtp_1                0.48
sky130_fd_sc_hd__ha_1                   0.31
sky130_fd_sc_hd__nand3_2                0.20
sky130_fd_sc_hd__or3_1                  0.51
sky130_fd_sc_hd__nor4_1                 0.39
sky130_fd_sc_hd__xor2_1                 0.23
sky130_fd_sc_hd__clkdlybuf4s50_1        0.50
[Yosys cell counts, drive strengths merged, types with 5 or more instances]
master and n:
nor2 30, nor3 8, nand2 24, nand4 9, o2bb2ai 8, buf 76
o21ai 12, nand3 10, and4 5, and3 6, a21oi 18, clkbuf 13
mux2i 5, nor4 8, a22oi 15, inv 6, dfxtp 33, xnor2 14
xor2 14
[per-stage QoR]
step | hold slack, ns | std cells | power [mW] | cell area, um^2
after detailed placement | 0.516 | 616 | 0.285 | 3780
after global routing | 0.571 | 624 | 0.520 | 3950
after global placement | 0.501 | 616 | 0.284 | 3780
after CTS | 0.539 | 624 | 0.504 | 3950
after floorplan | 0.462 | 354 | 0.228 | 2780
final | 0.529 | 624 | 0.495 | 3950
[cells in the final DEF, fill, tap and decap left out, types with 4 or more instances in the layout]
cell	instances
sky130_fd_sc_hd__a21oi_1	18
sky130_fd_sc_hd__and3_1	5
sky130_fd_sc_hd__buf_4	5
sky130_fd_sc_hd__xor2_1	14
sky130_fd_sc_hd__nor3_1	6
sky130_fd_sc_hd__nand2_1	24
sky130_fd_sc_hd__nand4_1	6
sky130_fd_sc_hd__and4_1	4
sky130_fd_sc_hd__nand3_1	8
sky130_fd_sc_hd__mux2i_1	5
sky130_fd_sc_hd__clkbuf_16	5
sky130_fd_sc_hd__xnor2_1	14
sky130_fd_sc_hd__inv_1	6
sky130_fd_sc_hd__nor4_1	6
sky130_fd_sc_hd__dfxtp_1	33
sky130_fd_sc_hd__o21ai_0	12
sky130_fd_sc_hd__a31oi_1	4
sky130_fd_sc_hd__a22oi_1	15
sky130_fd_sc_hd__clkdlybuf4s50_1	130
sky130_fd_sc_hd__o2bb2ai_1	8
sky130_fd_sc_hd__nor2_1	30
[metal layers]
layer,up-vias,GRT usage,share of wire
li1,1289,-,-
met1,1222,0.125,0.44
met2,124,0.150,0.46
met3,11,0.0291,0.086
met4,0,0.0160,0.016
met5,-,0,0
[worst paths after layout]
| kind | start | to | slack [ns] | cells past startpoint |
|---|---|---|---|---|
| setup / recovery | PC_reg[3] | if_NPC_out[30] | 3.97 | 6 |
| hold / removal | PC_reg[0] | PC_reg[0] | 0.53 | 2 |
| setup reg to reg | PC_reg[3] | PC_reg[18] | 6.16 | 6 |
| hold reg to reg | PC_reg[0] | PC_reg[0] | 0.53 | 2 |
[area by class of cell]
type                       instances  area (um^2)  area share
tap                              216          270      0.0684
sequential                        33          661       0.167
inverter                           7         26.3     0.00665
timing repair buffer             136         1340       0.340
clock buffer                       7          143      0.0361
clock inverter                     1         30.0     0.00760
multi-input combinational        224         1480       0.374
[cells by family after synthesis]
logic type | synth area share
AND-OR/OR-AND | 0.181
AND/OR/NAND/NOR | 0.237
multiplexers | 0.0180
flip-flops | 0.238
XOR/XNOR | 0.0883
other | 0.00135
adder cells (fa/ha/maj) | 0.00451
buffers and inverters | 0.232
[power breakdown]
part	switching [mW]	total, mW	internal, mW
sequential	0.0181	0.179	0.161
clock	0.0703	0.215	0.145
combinational	0.0332	0.101	0.0674
total	0.122	0.495	0.374
No activity file was given, so power comes from the tool's default toggle rates.
